File: design/flow/config.mk
export PLATFORM = sky130hd
export DESIGN_NAME = div_pipeline
export DESIGN_NICKNAME = div_pipeline
export VERILOG_FILES = /design/flow/design.v
export SDC_FILE = /design/flow/constraint.sdc
export NUM_CORES = 4
export LEC_CHECK = 1
export CORE_UTILIZATION = 40
File: design/flow/run.sh
#!/bin/bash
# OpenROAD 26Q1-2900-gdf79404cd8, Yosys 0.63+post, stock flow scripts
make -C /OpenROAD-flow-scripts/flow DESIGN_CONFIG=/design/flow/config.mk WORK_HOME=/design/flow/orfs finish
File: design/flow/constraint.sdc
current_design div_pipeline

set clk_period 6.1
set clk_io_pct 0.2

create_clock -name clk0 -period $clk_period [get_ports {clk}]

set non_clock_inputs [all_inputs -no_clocks]
set_input_delay [expr $clk_period * $clk_io_pct] -clock clk0 $non_clock_inputs
set_output_delay [expr $clk_period * $clk_io_pct] -clock clk0 [all_outputs]
File: design/flow/design.v
module div_pipeline (
    input clk,
    input reset,
    input start,
    input [7:0] dividend,
    input [7:0] divisor,
    output reg valid,             
    output reg [7:0] quotient,    
    output reg [7:0] remainder,    
    output reg result_ready  
);
    reg [7:0] dividend_pipe [0:8];
    reg [7:0] divisor_pipe  [0:8];
    reg [7:0] quotient_pipe [0:8];
    reg [8:0] remainder_pipe [0:8];  
    reg valid_pipe [0:8];
    integer i;
    reg [8:0] temp;  
    always @(posedge clk or posedge reset) begin
        if (reset) begin
            valid <= 0;
            quotient <= 0;
            remainder <= 0;
            result_ready <= 0;
            for (i = 0; i <= 8; i = i + 1) begin
                valid_pipe[i]    <= 0;
                quotient_pipe[i] <= 0;
                remainder_pipe[i] <= 0;
                dividend_pipe[i] <= 0;
                divisor_pipe[i]  <= 0;
            end
        end else begin
            valid <= 0;
            quotient <= 0;
            remainder <= 0;
            if (result_ready) begin
                valid <= 1;
                quotient <= quotient_pipe[8];
                remainder <= remainder_pipe[8][7:0];
                result_ready <= 0;  
            end
            if (valid_pipe[8] && !result_ready) begin
                result_ready <= 1;  
            end
            valid_pipe[8] <= valid_pipe[7];
            quotient_pipe[8] <= quotient_pipe[7];
            remainder_pipe[8] <= remainder_pipe[7];
            dividend_pipe[8] <= dividend_pipe[7];
            divisor_pipe[8] <= divisor_pipe[7];
            if (start) begin
                dividend_pipe[0] <= dividend;
                divisor_pipe[0]  <= divisor;
                quotient_pipe[0] <= 0;
                remainder_pipe[0] <= 0;
                valid_pipe[0]    <= 1;
            end else begin
                valid_pipe[0] <= 0;
            end
            for (i = 1; i <= 8; i = i + 1) begin
                dividend_pipe[i] <= dividend_pipe[i-1];
                divisor_pipe[i]  <= divisor_pipe[i-1];
                temp = (remainder_pipe[i-1] << 1) | dividend_pipe[i-1][7 - (i - 1)];
                if (temp >= divisor_pipe[i-1]) begin
                    remainder_pipe[i] <= temp - divisor_pipe[i-1];
                    quotient_pipe[i] <= quotient_pipe[i-1] | (1 << (7 - (i - 1)));
                end else begin
                    remainder_pipe[i] <= temp;
                    quotient_pipe[i] <= quotient_pipe[i-1];
                end
                valid_pipe[i] <= valid_pipe[i-1];
            end
        end
    end
endmodule
==> results.cfg <==
; synthesis and place-and-route metrics
[synthesis]
flop_cell = dfrtp_1
synth_cell_type_count = 52
avgSynthCellArea_um2 = 12.61
ys_ff = 227
syn_area_um2 = 9359
synthTopCellsByCount = 227 x dfrtp_1, 81 x inv_1, 58 x ha_1, 46 x o21ai_0, 38 x nand2_1
netlist_instances = 742
ys_cells = 742
top_cell_area_share_pct = 60.70
ys_warn_count = 6
ys_seq_share_pct = 60.70
ys_async_sr_fraction_pct = 100.0
synthTopCellsByArea = dfrtp_1 61%, ha_1 7.8%, inv_1 3.2%
top_cell = dfrtp_1
top_area_cell = dfrtp_1
edf_count = 0
ys_area_um2 = 9359

[global_route]
grt_start_max_net_pins = 127
grt_usage_pct = 13.47
grt-ovfl-total = 0
antenna_found_initial = 0
grt_first_pass_wirelength_mm = 25.47
grt_pass1_vias = 5527

[worst_setup_path]
reg2regPathDepth = 6
crit_path_top_delay_cell = dfrtp_1
reg2reg_to = remainder_pipe[3][7]
critPathMaxStageDelay_ns = 0.69
worstPathArrival_ns = 1.76
critPathRequiredTime_ns = 4.88
path_max_fanout = 19
r2r_start = remainder_pipe[2][5]
cp_top_family = flip-flops
crit_type = flop to output port
start_kind = flop
path_buffers = 1
crit_chain = clkdlybuf4s50_1
endpoint_kind = output port
ff2ff_setup_slack_ns = 3.82

[detailed_routing]
drc = 0
num_vias = 5347
first_pass_iters = 6
drt-initial-drc-count = 204
antennaDiodeCount = 0
routedWlPerCell_um = 12.52
avgViaCountPerCell = 4.732
routed_wl_mm = 14.15
ant_nets = 0

[cts]
root_buffer = clkbuf_16
hold_buffers = 0
cts_resized = 0
clock_sinks = 227
clk_pin_slew_worst_paths_ns = 0.06
h-tree-depth = 1
cts_tree = done
cts_inserted_buffers = 24
clk_path_buf_depth = 3
cts_setup_buffers = 0
clk_latency_ns = 0.51

[power_and_ir_drop]
ir_drop_uv = 225.3
powerDensity_nw_per_um2 = 438.0
power_uw = 4783
p_leak_uw = 0.005191

[sta]
setup_violations = 0
worst_pin_slew_ns = 0.7810
rsz0062_at_grt = false
finalHoldViolations = 0
fin_worst_skew_ns = 0.01354
slew_headroom_pct = 47.77
fmax_mhz = 335.7
tns_ns = 0
fin_crit_ns = 2.979
period_used_pct = 48.84
slew_violations = 0

[job]
maxCapViolCount = 0
warnings = 27

[place]
gp_congestion = 0.8907
numPortBuffers = 36
dp_hpwl_mm = 9.772
dp_cells = 1086

[cells_and_area]
area_growth_pct = 16.68
final_cells = 1130
drive_gt1_share_pct = 11.38

[hold_path]
hp-start = dividend_pipe[3][3]
hold_depth = 0
hp-class = flop to flop
hold_end = dividend_pipe[4][3]

[die]
dieHeight_um = 155.0
chipArea_um2 = 24010
ios = 37
die_w_um = 155.0
rows = 55
core_um2 = 22780
core_util_floorplan_pct = 41.09

[outcome]
outcome = complete, no violations
worst register-to-register path, delay by kind of cell, from the launching register on:
family	cells	cell delay (ns)
compound gates	4	1.25
buf+inv	1	0.16
fa+ha+maj	1	0.36
flops	1	0.38
metal layers:
| metal | vias up | track usage [%] | wire length (um) |
|---|---|---|---|
| met2 | 84 | 24.15 | 7470 |
| li1 | 2664 | - | - |
| met5 | - | 0 | 0 |
| met3 | 39 | 1.759 | 413 |
| met4 | 0 | 4.338 | 523 |
| met1 | 2560 | 17.32 | 5744 |
placed cells by master (no fill, tap or decap), types with 9 or more instances in the layout:
master / synthesis / final
mux2_2: 27 / 27
a21oi_1: 32 / 32
xor2_1: 11 / 11
nand2b_1: 12 / 12
nor2b_1: 10 / 10
inv_1: 81 / 80
nand2_1: 38 / 38
clkdlybuf4s50_1: 0 / 36
dfrtp_1: 227 / 227
ha_1: 58 / 58
and2_1: 23 / 23
o21ai_0: 46 / 46
mux2i_1: 11 / 11
xnor2_1: 10 / 10
o21a_1: 11 / 11
a21o_1: 9 / 9
nand3_1: 9 / 9
nor2_1: 24 / 24
clkbuf_16: 0 / 25
worst max-delay path by stage:
stage	endpoint	slack (ns)	from	depth (start not counted)
global route	result_ready	2.97	result_ready	1
finish	result_ready	3.12	result_ready	1
CTS	result_ready	3.03	result_ready	1
per-stage QoR:
stage               hold WS [ns]  area [um^2]  setup slack [ns]  util (%)
floorplan                 0.3312         9363             1.914         -
global placement          0.3316        10110             3.053     44.41
detailed placement        0.3347        10110             3.033     44.41
CTS                       0.3422        10920             3.028     47.94
global route              0.3500        10920             2.968     47.94
finish                    0.3355        10920             3.121     47.94
state kept, by name (all words and copies together) (netlist names):
register and cells:
quotient_pipe 36, quotient 8, dividend_pipe 36, remainder_pipe 64, divisor_pipe 64, result_ready 1, valid 1, valid_pipe 9
remainder 8
report_power, final:
part           internal [uW]  total, uW  switching, uW  leakage [uW]
Clock                    875       1430            554      0.000405
Combinational            675       1440            764       0.00199
Sequential              1800       1910            115       0.00279
Total                   3350       4780           1430       0.00519
layout make-up:
| class | instances | area (um^2) |
|---|---|---|
| clock buffers | 36 | 737.0 |
| flip-flops and latches | 227 | 5680 |
| fillers | 1967 | 11860 |
| well taps | 313 | 391.6 |
| inverters | 82 | 311.5 |
| multi-input cells | 425 | 3336 |
| repair buffers | 39 | 395.4 |
| clock inverters | 8 | 68.82 |
logic make-up after synthesis:
group                      count (synthesis)  synth area share, %
buffers and inverters                     90                3.663
AOI/OAI and AO/OA                        156                11.71
adders and majority gates                 65                9.251
xor gates and xnor gates                  21                1.965
DFF                                      227                60.70
muxes                                     38                4.425
and+or+nand+nor                          145                8.289
Power is estimated from default activity; no workload was simulated.
